[/design/flow/run.sh]
#!/bin/bash
# OpenROAD 26Q1-2900-gdf79404cd8, Yosys 0.63+post, stock flow scripts
make -C /OpenROAD-flow-scripts/flow DESIGN_CONFIG=/design/flow/config.mk WORK_HOME=/design/flow/orfs finish
[/design/flow/config.mk]
export PLATFORM = sky130hd
export DESIGN_NAME = SPI_TX
export DESIGN_NICKNAME = SPI_TX
export VERILOG_FILES = /design/flow/design.v
export SDC_FILE = /design/flow/constraint.sdc
export NUM_CORES = 4
export LEC_CHECK = 1
export CORE_AREA = 10 10 99 99
export DIE_AREA = 0 0 109 109
[/design/flow/constraint.sdc]
current_design SPI_TX

set clk_period 3.3
set clk_io_pct 0.2

create_clock -name clk0 -period $clk_period [get_ports {clk}]

set non_clock_inputs [all_inputs -no_clocks]
set_input_delay [expr $clk_period * $clk_io_pct] -clock clk0 $non_clock_inputs
set_output_delay [expr $clk_period * $clk_io_pct] -clock clk0 [all_outputs]
[/design/flow/design.v]
module SPI_TX(clk,rst_n,SS_n,SCLK,wrt,done,tx_data,MOSI,pos_edge,width8);
  input clk,rst_n,wrt;
  input [15:0] tx_data;						 
  input pos_edge;							 
  input width8;								 
  output SS_n,SCLK,done,MOSI;
  reg [1:0] state,nstate;
  reg [4:0] dec_cntr;
  reg [4:0] bit_cntr;
  reg [15:0] shft_reg;			 
  reg done;
  reg SS_n;
  reg rst_cnt,en_cnt,shft;
  localparam IDLE = 2'b00;
  localparam BITS = 2'b01;
  localparam TRAIL = 2'b10;
  localparam WAIT_DONE = 2'b11;
  always @(posedge clk, negedge rst_n)
    if (!rst_n)
      state <= IDLE;
    else
      state <= nstate;
  always @(posedge clk, negedge rst_n)
    if (!rst_n)
	  shft_reg <= 16'h0000;
	else if (wrt)
      shft_reg <= tx_data;
    else if (shft)
      shft_reg <= {shft_reg[14:0],1'b0};
  always @(posedge clk)
    if (rst_cnt)
      bit_cntr <= 5'b00000;
    else if (en_cnt)
      bit_cntr <= bit_cntr + 1;
  always @(posedge clk)
    if (rst_cnt)
      dec_cntr <= 5'b01011;
    else
      dec_cntr <= dec_cntr + 1;
  assign SCLK = dec_cntr[4];
  always @(state, wrt, dec_cntr, bit_cntr)
    begin
      rst_cnt = 0; 
      SS_n = 1;
      en_cnt = 0;
      shft = 0;
      done = 1;
	    nstate = IDLE;
      case (state)
        IDLE : begin
          rst_cnt = 1;
          if (wrt) 
            nstate = BITS;
          else
 		    nstate = IDLE;
        end
        BITS : begin
		      done = 0;
          SS_n = 0;
          en_cnt = (pos_edge) ? (~dec_cntr[4] & &dec_cntr[3:0]) : &dec_cntr;
          shft = (pos_edge) ? (|bit_cntr)&en_cnt : en_cnt;
          if ((~width8 && (bit_cntr==5'h10)) || (width8 & (bit_cntr==5'h08))) 
            nstate = TRAIL;
          else
            nstate = BITS;         
        end
        TRAIL : begin
		      done = 0;
          SS_n = 0;
          if (((&dec_cntr[3:1])&~pos_edge) || ((dec_cntr==5'h03)&pos_edge)) begin
		        rst_cnt = 1;
            nstate = WAIT_DONE;
		  end else
		    nstate = TRAIL;
        end
		WAIT_DONE : begin
		  done = 0;
		  if (&dec_cntr[3:1])
		    nstate = IDLE;
		  else
		    nstate = WAIT_DONE;
		end
      endcase
    end
  assign MOSI = shft_reg[15];
endmodule 
==> results.cfg <==
; flow metrics
[cts]
clk_latency_ps = 270
cts_buffers = 5
ctsHoldBuffers = 0
path_clk_slew_ps = 60
cts_tree = built
root_buffer = clkbuf_8
clock_sinks = 30
post_cts_resized = 0
htreeDepth = 2
postCtsSetupBuffers = 0
clk_path_buf_depth = 2

[setup_path]
reg2reg_from = bit_cntr[0]$_SDFFE_PP0P_
path_max_fanout = 6
rrSetupSlack_ps = 1450
worst-path-buf-inv = 1
critPathTopFamily = buffers and inverters
worst_path_largest_cell_delay_ps = 560
crit_type = flip-flop to output pin
cpMaxStageDelayCell = clkdlybuf4s50_1
worst-path-stages = 2
end_kind = output pin
crit_path_start_kind = flip-flop
arrival_ps = 1680
reg2reg_to = shft_reg[0]$_DFFE_PN0P_
startpoint = state[1]$_DFF_PN0_
worstRegToRegCells = 6
crit_required_ps = 2640
crit_end = done
crit_path_cell_trace = nor3_1 > clkdlybuf4s50_1

[power_and_ir_drop]
p_leak_uw = 0.000809
vdd_drop_max_v = 0.000456
p_per_area_nw_per_um2 = 604
switching_share = 0.321
finalPower_uw = 1160
seqPwrFrac = 0.441
clkPwrFrac = 0.257
pwr-share-comb = 0.302
p_int_uw = 787
power_switching_uw = 372

[layout]
final_layout_top_logic_cells = a21oi_1 (32), clkdlybuf4s50_1 (24), nand2_1 (22)
area_growth_pct = 29.6
largest_reg_flops = 16
drive_above_1_share = 0.0909
final_common_cell = a21oi_1
fin_util = 0.248

[sta]
timing.fmax_mhz = 427
finalSetupViolCount = 0
clock_skew_ps = 3.91
fin_tns_setup_ps = 0
relSlewSlack = 0.693
worst_slew_pin_slew_ps = 459
rsz0062_at_grt = false
finalCritPeriodShare = 0.710
report.final.slew_viol_count = 0
finalHoldViolCount = 0
setup_ws_ps = 958
min_period_ps = 2340

[run_status]
status = completed

[yosys]
ys_sh_adder = 0.0423
ys_cells = 158
syn_area_um2 = 1480
ys_types = 33
syn_inst = 158
logic_family = simple AND/OR/NAND/NOR gates
yosysWarnings = 1
synth-xor-area-share = 0.0296
ys_sh_simple = 0.223
ys_ff = 30
synth.area.mux_share = 0.00761
yosys_area_um2 = 1480
syn_area_per_cell_um2 = 9.37
ys_seq_frac = 0.474
compound_area_frac = 0.178

[global_route]
grt_usage = 0.0560
grt_pass1_wl_um = 5430
grt_pass1_vias = 1092
grt_overflow = 0
grt_start_max_net_pins = 35
antenna_found_initial = 0

[place]
gp_congestion = 0.795
dpl_worst_slack_ps = 1040
hpwl_um = 2300
io_buffers = 24

[detailed_routing]
wire_per_inst_um = 11.0
vias = 1148
wirelength_um = 3190
n_antenna_cell = 0
drt-initial-drc-count = 65
drtPass1Iterations = 4
drc = 0
ant_nets = 0
vias_per_cell = 3.97

[floorplanning]
pin_count = 25
die-area_um2 = 11900
die_w_um = 109
coreArea_um2 = 7730
rows = 32
initial_core_util = 0.192
die_h_um = 109

[worst_hold_path]
min_path_cells = 1
hp-class = flip-flop to flip-flop

[flow_run]
openroad.warnings = 27
max-cap-violations = 0
synthesized netlist by cell type:
cell       n  share of area
nor2b_1   15          0.063
o22ai_1    2         0.0085
nand3_1    5          0.017
and3_1     1         0.0042
a21o_1     1         0.0051
o211a_4    1          0.012
a21oi_2    1         0.0059
dfstp_2    1          0.018
nand2b_1   5          0.021
o211ai_4   1          0.014
buf_6      2          0.015
dfrtp_1   19           0.32
nor3_1     1         0.0034
ha_1       5          0.042
nor3_4     1          0.011
and3_2     1         0.0051
nand4_1    1         0.0042
clkbuf_1   1         0.0025
a22o_1     2          0.012
dfxtp_1   10           0.14
and2_1     2         0.0085
a21oi_1   32           0.11
xor2_1     3          0.018
buf_2      2         0.0068
or4b_4     1         0.0093
xnor2_1    2          0.012
o21ai_0    2         0.0068
nor2_1     4          0.010
inv_1      8          0.020
nand2_1   22          0.056
mux2_2     1         0.0076
o32ai_1    1         0.0059
nand3b_1   2          0.010
routing by layer:
metal	GRT usage	vias to the layer above	share of wire
met3	0.0197	2	0.073
met5	0	-	0
met1	0.0867	524	0.50
met4	0.00659	0	0.0053
li1	-	597	-
met2	0.0750	25	0.42
through the flow:
step / cells / instance area [µm²] / hold slack, ps
floorplan: 158 / 1480 / 364
global placement: 281 / 1830 / 389
detailed placement: 281 / 1830 / 394
CTS: 289 / 1920 / 407
global route: 289 / 1920 / 436
finish: 289 / 1920 / 402
worst min-delay path by stage:
stage / startpoint / to
final: dec_cntr[0]$_SDFF_PP1_ / dec_cntr[0]$_SDFF_PP1_
after global routing: dec_cntr[0]$_SDFF_PP1_ / dec_cntr[0]$_SDFF_PP1_
after CTS: dec_cntr[0]$_SDFF_PP1_ / dec_cntr[0]$_SDFF_PP1_
logic make-up after synthesis:
family / Yosys count
xor+xnor: 5
compound gates: 43
buf+inv: 13
mux: 1
fa+ha+maj: 5
flops: 30
simple gates: 61
cell type report:
| cell class | count | area [µm²] |
|---|---|---|
| inverter | 8 | 30.0 |
| fill | 820 | 5810 |
| sequential | 30 | 702 |
| clock buffer | 7 | 86.3 |
| clock inverter | 1 | 5.00 |
| tap | 102 | 128 |
| timing repair buffer | 26 | 255 |
| multi-input combinational | 115 | 712 |
power by group through the flow:
stage,Sequential [µW],Clock (µW),Combinational [µW]
4_1_cts,512,308,355
5_1_grt,524,328,400
6_report,511,298,350
No activity file was given, so power comes from the tool's default toggle rates.
