[/design/flow/config.mk]
export PLATFORM = sky130hd
export DESIGN_NAME = ComSender
export DESIGN_NICKNAME = ComSender
export VERILOG_FILES = /design/flow/design.v
export SDC_FILE = /design/flow/constraint.sdc
export NUM_CORES = 4
export LEC_CHECK = 1
export CORE_UTILIZATION = 50
[/design/flow/constraint.sdc]
current_design ComSender

set clk_period 5.6
set clk_io_pct 0.2

create_clock -name clk0 -period $clk_period [get_ports {clk}]

set non_clock_inputs [all_inputs -no_clocks]
set_input_delay [expr $clk_period * $clk_io_pct] -clock clk0 $non_clock_inputs
set_output_delay [expr $clk_period * $clk_io_pct] -clock clk0 [all_outputs]
[/design/flow/design.v]
module ComSender(
  clk, rst_n, cmd, send_cmd, resp, resp_rdy, RX, TX, clr_resp_rdy, cmd_sent
);
  input clk;		                                     
  input rst_n;		                                   
  input [15:0] cmd;	                                 
  input send_cmd;	                                   
  input clr_resp_rdy;                                
  input RX;		                                       
  logic trmt;		                                     
  logic [7:0] tx_data;	                             
  logic tx_done;	                                   
  logic sel;		                                     
  logic set_cmd_snt;	                               
  logic [7:0] low_byte;                           	 
  output TX;		                                     
  output reg cmd_sent;	                             
  output [7:0] resp;	                               
  output resp_rdy;	                                 
  typedef enum reg [1:0] {IDLE, SEND_HIGH, SEND_LOW} state_t;
  state_t state, nxt_state;
  assign tx_data = (sel) ? cmd[15:8] :               
                  low_byte;
  UART iUART(
    .clk(clk), .rst_n(rst_n), .RX(RX), .trmt(trmt), .clr_rx_rdy(resp_rdy),
    .tx_data(tx_data), .TX(TX), .rx_rdy(resp_rdy), .tx_done(tx_done), .rx_data(resp)
  );
  always_ff @(posedge clk, negedge rst_n) begin
    if (!rst_n) state <= IDLE;
    else state <= nxt_state;
  end
  always_comb begin
    sel = 1'b1;                                  
    trmt = 1'b0;
    set_cmd_snt = 1'b0;
    nxt_state = state;
    case (state)
      default : if (send_cmd) begin              
        trmt = 1'b1;
        nxt_state = SEND_HIGH;
      end
      SEND_HIGH : if (tx_done) begin	           
        sel = 1'b0;                              
        trmt = 1'b1;	                           
        nxt_state = SEND_LOW;
      end
      SEND_LOW : begin
          sel = 1'b0;
          if (tx_done) begin	                   
            set_cmd_snt = 1'b1;	                 
            nxt_state = IDLE;
          end
      end
    endcase
  end
  always_ff @(posedge clk, negedge rst_n) begin
    if (!rst_n) low_byte <= '0;
    else if (send_cmd) low_byte <= cmd[7:0];	   
  end
  always_ff @(posedge clk, negedge rst_n) begin
    if (!rst_n) cmd_sent <= 1'b0;
    else if (send_cmd) cmd_sent <= 1'b0;
    else if (set_cmd_snt) cmd_sent <= 1'b1;
  end
endmodule
module UART(clk,rst_n,RX,TX,rx_rdy,clr_rx_rdy,rx_data,trmt,tx_data,tx_done);
input clk,rst_n;		         
input RX,trmt;		             
input clr_rx_rdy;		         
input [7:0] tx_data;		     
output TX, rx_rdy;   	     
output tx_done;				 
output [7:0] rx_data;		 
UART_tx iTX(.clk(clk), .rst_n(rst_n), .TX(TX), .trmt(trmt),
        .tx_data(tx_data), .tx_done(tx_done));
UART_rx iRX(.clk(clk), .rst_n(rst_n), .RX(RX), .rdy(rx_rdy),
            .clr_rdy(clr_rx_rdy), .rx_data(rx_data));
endmodule
module UART_rx(
    clk, rst_n, RX, clr_rdy, rx_data, rdy
);
    input clk, rst_n;				 
	input RX;						 
    input clr_rdy;					 
    logic shift, init, receiving, set_rdy;               
    logic RX_single_flopped, RX_double_flopped;          
    logic [3:0] shift_cnt;                               
    logic [5:0] baud_cnt;                                
    logic [8:0] rx_shift_reg;                            
    output [7:0] rx_data;			     
	output logic rdy;					 
    typedef enum reg {IDLE, RECV} state_t;
    state_t state, nxt_state;
    assign rx_data = rx_shift_reg[7:0];  
    assign shift = (baud_cnt == 6'b000000);  
    always_ff @(posedge clk, negedge rst_n) begin
        if (!rst_n) state <= IDLE; 
        else state <= nxt_state;
    end
    always_comb begin
        init = 1'b0;
        nxt_state = state;
        receiving = 1'b0;
        set_rdy = 1'b0;
        case (state)
            IDLE : begin
                if ((RX_double_flopped == 0)) begin
                    init = 1'b1;
                    nxt_state = RECV;
                end
            end
            RECV : begin
                receiving = 1'b1;
                if (shift_cnt == 4'b1010) begin
                    receiving = 1'b0;
                    set_rdy = 1'b1;
                    nxt_state = IDLE;
                end
            end
        endcase
    end
    always_ff @(posedge clk, negedge rst_n) begin
        if (!rst_n) begin
            RX_single_flopped <= 1'b1;                                                       
            RX_double_flopped <= 1'b1;                                                       
        end
        else begin
            RX_single_flopped <= RX;                                                         
            RX_double_flopped <= RX_single_flopped;                                          
        end
    end 
    always_ff @(posedge clk, negedge rst_n) begin
        if (!rst_n) rx_shift_reg <= '1;
        else if (shift) rx_shift_reg <= {RX_double_flopped, rx_shift_reg[8:1]};              
    end
    always_ff @(posedge clk, negedge rst_n) begin
        if (!rst_n) baud_cnt <= 6'b010000;                                                   
        else if (init) baud_cnt <= 6'b010000;                                                
        else if (shift) baud_cnt <= 6'b100000;                                               
        else if (receiving) baud_cnt <= baud_cnt - 1;                                        
    end
    always_ff @(posedge clk, negedge rst_n) begin
        if (!rst_n) shift_cnt <= '0;                                                           
        else if (set_rdy | init) shift_cnt <= '0;
        else if (shift) shift_cnt <= shift_cnt + 1;
    end
    always_ff @(posedge clk, negedge rst_n) begin
        if (!rst_n) rdy <= 1'b0;                                                             
        else if (init | clr_rdy) rdy <= 1'b0;
        else if (set_rdy) rdy <= 1'b1;
    end
endmodule
module UART_tx(
    clk, rst_n, TX, trmt, tx_data, tx_done
);
    input clk, rst_n;				 
	input trmt;						 
    input [7:0]tx_data;				 
    logic shift, init, transmitting, set_done;       
    logic [3:0] bit_cnt;                             
    logic [5:0] baud_cnt;                            
    logic [8:0] tx_shift_reg;                        
    output TX;						 
	output reg tx_done;				 
    typedef enum reg {IDLE, TRMT} state_t;
    state_t state, nxt_state;
    assign TX = tx_shift_reg[0];                                             
    assign shift = (baud_cnt == 6'b100000) ? 1'b1 : 1'b0;                    
    always_ff @(posedge clk, negedge rst_n) begin
        if (!rst_n) state <= IDLE;
        else state <= nxt_state;
    end
    always_comb begin
        nxt_state = state;
        init = 1'b0;
        transmitting = 1'b0;
        set_done = 1'b0;
        case (state)
            default : begin
                if (trmt) begin
                    init = 1'b1;
                    nxt_state = TRMT;
                end
            end
            TRMT : begin
                transmitting = 1'b1;
                if (bit_cnt == 4'b1010) begin
                    set_done = 1'b1;
                    nxt_state = IDLE;
                end
            end
        endcase
    end
    always_ff @(posedge clk, negedge rst_n) begin
        if (!rst_n) tx_shift_reg <= '1;
        else if (init) tx_shift_reg <= {tx_data, 1'b0};
        else if (shift) tx_shift_reg <= {1'b1, tx_shift_reg[8:1]};
    end
    always_ff @(posedge clk, negedge rst_n) begin
        if (!rst_n) baud_cnt <= '0;  
        else if (init | shift) baud_cnt <= '0;
        else if (transmitting) baud_cnt <= baud_cnt + 1;
    end
    always_ff @(posedge clk, negedge rst_n) begin
        if (!rst_n) bit_cnt <= '0;  
        else if (set_done | init) bit_cnt <= '0;
        else if (shift) bit_cnt <= bit_cnt + 1;
    end
    always_ff @(posedge clk, negedge rst_n) begin
        if (!rst_n) tx_done <= 1'b0;  
        else if (init) tx_done <= 1'b0;
        else if (set_done) tx_done <= 1'b1;
    end
endmodule
[/design/flow/run.sh]
#!/bin/bash
# OpenROAD 26Q1-2900-gdf79404cd8, Yosys 0.63+post, stock flow scripts
make -C /OpenROAD-flow-scripts/flow DESIGN_CONFIG=/design/flow/config.mk WORK_HOME=/design/flow/orfs finish
==> run summary <==
run metrics: status complete, no violations, Synth warnings 3, Fillers 395, # diodes 0, Area leader share 32.66%, leakage 1.321 nW, Die Width 74.18 um, Worst setup EP type register, ys cells 229, GRT overflow 0, crit start category input pin, largest area contributor in the netlist dfrtp_1, Setup WS pre-CTS 2.239 ns, Max clock buf depth 2, Mapped Area 2605 um2, TritonCTS clock tree built, core area 4880 um2, FFs w/ async S/R, synth 100.0%, fin. max-slew vios 0, Final setup viols 0, min-delay src iUART.iRX.RX_single_flopped, crit path from send_cmd, drt drc 0, Max-slew headroom 54.87%, WL/cell 13.17 um, Vert. Die Dim 74.18 um, Cell area leaders dfrtp_1 (33%), dfstp_2 (22%), mux2_2 (7.3%), tool warnings 30, Critical Path RT 5.83 ns, Sink Count 56, Worst-Margin Slew 0.6770 ns, cts bufs inserted 5, Crit path largest cell delay 0.77 ns, Reg2Reg Depth 6, post-synthesis cell count 229, P per Cell Area 242.8 nW/um2, Yosys top cell by instances dfrtp_1, Max Fanout on Critical Path 16, gp weighted congestion 0.7617, Synth-to-Final Area Change 16.43%, hold_buf cts 0, Routed Wire Length 4.240 mm, vias per cell 5.255, unrepaired setup endpoints after global routing no, FP Rows 25, Setup WS post-layout 2.557 ns, WHS Path Cells 0, Peak supply drop 0.0001550 V, layout cells sized above 1 21.96%, Unique masters post-synth 37, logic area 1050 um2, largest net degree at the start of global routing 57, fmax 328.6 MHz, critical path arrival 3.28 ns, Port Buffers 30, via count 1,692, FP Core Util 53.38%, R2R setup slack 3.64 ns, Worst Skew 0.006881 ns, dpl cell area 2907 um2, gr usage total 18.23%, worst path bufs/invs 2, reg2reg start iUART.iRX.baud_cnt[0], crit path time final 3.043 ns, Reg area 1429 um2, Fin. Hold Viols 0, setup TNS 0 ns, root buffer cell clkbuf_8, IO Pins 32, fin crit share 54.35%, post-route ant nets 0, H-Tree Depth 2, starting DRC count in detailed routing 95, vias in the first global route 1,717, Post-synth EDFFs 0, instance count on the critical path 6, critical path, cell by cell clkdlybuf4s50_1 > or3b_1 > a21oi_2 > buf_4 > nand2b_1 > a2bb2oi_1, Synth top cells by count dfrtp_1 (34), nor2_1 (24), dfstp_2 (22), nand2_1 (20), mux2_2 (17), chip area 5503 um2, syn avg cell area 11.38 um2, max cap viols 0, gate family responsible for the most delay along the worst path buffers and inverters, Synth Seq Share 54.85%, Setup Crit Path Kind in2reg, clk latency of the worst-skew pair 0.30 ns, initial antenna violation count 0, TritonRoute pass-1 iters 4, Crit-path slowest cell clkdlybuf4s50_1, yosys stat area 2605 um2, first-pass GRT wire length 7.472 mm, hpwl dp 2.950 mm, Hold Path Class reg2reg, post-CTS resize count 0, post-route cell area 3033 um2, Post-CTS Setup Inserts 0, post-layout util 62.15%, Worst-path clk slew 0.09 ns, Synth Flop Type dfrtp_1, Flops after synth 56
cell families (layout without fill, tap and decap cells):
group,count (synthesis),after routing,share of synthesized area [%]
AND/OR/NAND/NOR,69,69,13.35
adder cells (fa/ha/maj),7,7,3.362
XOR/XNOR,13,13,4.371
flip-flops,56,56,54.85
buffers and inverters,23,49,4.851
multiplexers,25,25,10.42
AND-OR/OR-AND,36,36,8.790
final timing paths:
kind / end
setup / recovery: iUART.iTX.tx_shift_reg[8]
hold / removal: iUART.iRX.RX_double_flopped
setup reg to reg: iUART.iRX.baud_cnt[1]
hold reg to reg: iUART.iRX.RX_double_flopped
max in group asynchronous: low_byte[4]
min in group asynchronous: iUART.iTX.baud_cnt[3]
per-layer routing:
layer	wire length (um)	part of all wire [%]	vias to the layer above	global-route usage, %
met5	0	0	-	0
met4	53	1.3	0	2.137
met3	183	4.3	7	3.434
met2	1969	46	33	29.60
met1	2034	48	820	27.93
li1	-	-	832	-
cells in the final DEF, fill, tap and decap left out, drive strengths merged:
cell,instances
dfrtp,34
clkdlybuf4s50,29
nor2,24
dfstp,22
nand2,20
mux2,17
a21oi,15
inv,9
a22oi,8
mux2i,8
xor2,7
ha,7
clkbuf,7
o21ai,7
xnor2,6
and3,4
nand4,3
nand3,3
buf,3
nor2b,2
nand4b,2
nand2b,2
or2,2
and4,2
nand3b,1
and4b,1
or3b,1
and3b,1
nor3,1
a21boi,1
a311o,1
a311oi,1
a31o,1
a211oi,1
a2bb2oi,1
bufinv,1
through the flow:
stage	hold slack [ns]	cells	power, mW
after global routing	0.3668	322	0.7673
after detailed placement	0.3469	314	0.4656
after global placement	0.3461	314	0.4643
after CTS	0.3609	322	0.7475
final	0.3598	322	0.7363
after floorplan	0.3452	229	0.4408
cell type report:
class / count / area share, %
Clock buffer: 7 / 3.177
Clock inverter: 1 / 0.9901
Inverter: 9 / 1.114
Multi-Input combinational cell: 150 / 34.61
Sequential cell: 56 / 47.11
Tap cell: 67 / 2.764
Timing Repair Buffer: 32 / 10.23
power by group:
group	internal, mW	switching, mW
logic	0.0206	0.0141
clock network	0.158	0.122
registers	0.418	0.00472
No activity file was given, so power comes from the tool's default toggle rates.
