### design/flow/run.sh
#!/bin/bash
# OpenROAD 26Q1-2900-gdf79404cd8, Yosys 0.63+post, stock flow scripts
make -C /OpenROAD-flow-scripts/flow DESIGN_CONFIG=/design/flow/config.mk WORK_HOME=/design/flow/orfs finish
### design/flow/config.mk
export PLATFORM = sky130hd
export DESIGN_NAME = UART_wrapper
export DESIGN_NICKNAME = UART_wrapper
export VERILOG_FILES = /design/flow/design.v
export SDC_FILE = /design/flow/constraint.sdc
export NUM_CORES = 4
export LEC_CHECK = 1
export CORE_UTILIZATION = 30
### design/flow/constraint.sdc
current_design UART_wrapper

set clk_period 2.9
set clk_io_pct 0.2

create_clock -name clk0 -period $clk_period [get_ports {clk}]

set non_clock_inputs [all_inputs -no_clocks]
set_input_delay [expr $clk_period * $clk_io_pct] -clock clk0 $non_clock_inputs
set_output_delay [expr $clk_period * $clk_io_pct] -clock clk0 [all_outputs]
### design/flow/design.v
module UART(clk,rst_n,RX,TX,rx_rdy,clr_rx_rdy,rx_data,trmt,tx_data,tx_done);
input clk,rst_n;		         
input RX,trmt;		             
input clr_rx_rdy;		         
input [7:0] tx_data;		     
output TX, rx_rdy;   	     
output tx_done;				 
output [7:0] rx_data;		 
UART_tx iTX(.clk(clk), .rst_n(rst_n), .TX(TX), .trmt(trmt),
        .tx_data(tx_data), .tx_done(tx_done));
UART_rx iRX(.clk(clk), .rst_n(rst_n), .RX(RX), .rdy(rx_rdy),
            .clr_rdy(clr_rx_rdy), .rx_data(rx_data));
endmodule
module UART_rx(
    clk, rst_n, RX, clr_rdy, rx_data, rdy
);
    input clk, rst_n;				 
	input RX;						 
    input clr_rdy;					 
    logic shift, init, receiving, set_rdy;               
    logic RX_single_flopped, RX_double_flopped;          
    logic [3:0] shift_cnt;                               
    logic [5:0] baud_cnt;                                
    logic [8:0] rx_shift_reg;                            
    output [7:0] rx_data;			     
	output logic rdy;					 
    typedef enum reg {IDLE, RECV} state_t;
    state_t state, nxt_state;
    assign rx_data = rx_shift_reg[7:0];  
    assign shift = (baud_cnt == 6'b000000);  
    always_ff @(posedge clk, negedge rst_n) begin
        if (!rst_n) state <= IDLE; 
        else state <= nxt_state;
    end
    always_comb begin
        init = 1'b0;
        nxt_state = state;
        receiving = 1'b0;
        set_rdy = 1'b0;
        case (state)
            IDLE : begin
                if ((RX_double_flopped == 0)) begin
                    init = 1'b1;
                    nxt_state = RECV;
                end
            end
            RECV : begin
                receiving = 1'b1;
                if (shift_cnt == 4'b1010) begin
                    receiving = 1'b0;
                    set_rdy = 1'b1;
                    nxt_state = IDLE;
                end
            end
        endcase
    end
    always_ff @(posedge clk, negedge rst_n) begin
        if (!rst_n) begin
            RX_single_flopped <= 1'b1;                                                       
            RX_double_flopped <= 1'b1;                                                       
        end
        else begin
            RX_single_flopped <= RX;                                                         
            RX_double_flopped <= RX_single_flopped;                                          
        end
    end 
    always_ff @(posedge clk, negedge rst_n) begin
        if (!rst_n) rx_shift_reg <= '1;
        else if (shift) rx_shift_reg <= {RX_double_flopped, rx_shift_reg[8:1]};              
    end
    always_ff @(posedge clk, negedge rst_n) begin
        if (!rst_n) baud_cnt <= 6'b010000;                                                   
        else if (init) baud_cnt <= 6'b010000;                                                
        else if (shift) baud_cnt <= 6'b100000;                                               
        else if (receiving) baud_cnt <= baud_cnt - 1;                                        
    end
    always_ff @(posedge clk, negedge rst_n) begin
        if (!rst_n) shift_cnt <= '0;                                                           
        else if (set_rdy | init) shift_cnt <= '0;
        else if (shift) shift_cnt <= shift_cnt + 1;
    end
    always_ff @(posedge clk, negedge rst_n) begin
        if (!rst_n) rdy <= 1'b0;                                                             
        else if (init | clr_rdy) rdy <= 1'b0;
        else if (set_rdy) rdy <= 1'b1;
    end
endmodule
module UART_tx(
    clk, rst_n, TX, trmt, tx_data, tx_done
);
    input clk, rst_n;				 
	input trmt;						 
    input [7:0]tx_data;				 
    logic shift, init, transmitting, set_done;       
    logic [3:0] bit_cnt;                             
    logic [5:0] baud_cnt;                            
    logic [8:0] tx_shift_reg;                        
    output TX;						 
	output reg tx_done;				 
    typedef enum reg {IDLE, TRMT} state_t;
    state_t state, nxt_state;
    assign TX = tx_shift_reg[0];                                             
    assign shift = (baud_cnt == 6'b100000) ? 1'b1 : 1'b0;                    
    always_ff @(posedge clk, negedge rst_n) begin
        if (!rst_n) state <= IDLE;
        else state <= nxt_state;
    end
    always_comb begin
        nxt_state = state;
        init = 1'b0;
        transmitting = 1'b0;
        set_done = 1'b0;
        case (state)
            default : begin
                if (trmt) begin
                    init = 1'b1;
                    nxt_state = TRMT;
                end
            end
            TRMT : begin
                transmitting = 1'b1;
                if (bit_cnt == 4'b1010) begin
                    set_done = 1'b1;
                    nxt_state = IDLE;
                end
            end
        endcase
    end
    always_ff @(posedge clk, negedge rst_n) begin
        if (!rst_n) tx_shift_reg <= '1;
        else if (init) tx_shift_reg <= {tx_data, 1'b0};
        else if (shift) tx_shift_reg <= {1'b1, tx_shift_reg[8:1]};
    end
    always_ff @(posedge clk, negedge rst_n) begin
        if (!rst_n) baud_cnt <= '0;  
        else if (init | shift) baud_cnt <= '0;
        else if (transmitting) baud_cnt <= baud_cnt + 1;
    end
    always_ff @(posedge clk, negedge rst_n) begin
        if (!rst_n) bit_cnt <= '0;  
        else if (set_done | init) bit_cnt <= '0;
        else if (shift) bit_cnt <= bit_cnt + 1;
    end
    always_ff @(posedge clk, negedge rst_n) begin
        if (!rst_n) tx_done <= 1'b0;  
        else if (init) tx_done <= 1'b0;
        else if (set_done) tx_done <= 1'b1;
    end
endmodule
module UART_wrapper(
    clk, rst_n, RX, TX, cmd_rdy, clr_cmd_rdy, cmd, send_resp, resp, resp_sent
);
    input clk, rst_n;		 
	input RX;				 
	input clr_cmd_rdy;		 
	input send_resp;		 
	input [7:0] resp;		 
    logic capture_first_byte;    
    logic clr_rx_rdy; 		     
    logic set_cmd_rdy;           
    logic [7:0] highByte; 		 
    logic [7:0] rx_data;         
    output logic TX;			 
	output logic cmd_rdy;		 
    output logic resp_sent;		 
	output [15:0]cmd;		     
    typedef enum reg {IDLE, STORE_LOW} state_t;
    state_t state, nxt_state;
    assign cmd = {highByte, rx_data};                        
    UART iUART(
        .clk(clk), .rst_n(rst_n), .RX(RX), .TX(TX), .rx_rdy(rx_rdy), .clr_rx_rdy(clr_rx_rdy), 
        .rx_data(rx_data), .trmt(send_resp), .tx_data(resp), .tx_done(resp_sent)
    );
    always_ff @(posedge clk, negedge rst_n) begin
        if (!rst_n) state <= IDLE;
        else state <= nxt_state;
    end
    always_comb begin
        nxt_state = state;
        set_cmd_rdy = 1'b0;
        capture_first_byte = 1'b0;
        clr_rx_rdy = 1'b0;
        case (state)
            IDLE : begin
                if (rx_rdy) begin
                    nxt_state = STORE_LOW;
                    capture_first_byte = 1'b1;                  
                    clr_rx_rdy = 1'b1;
                end
            end
            STORE_LOW : begin
                if (rx_rdy) begin
                    nxt_state = IDLE;
                    set_cmd_rdy = 1'b1;
                    clr_rx_rdy = 1'b1;
                end
            end
        endcase
    end
    always_ff @(posedge clk, negedge rst_n) begin
        if (!rst_n) highByte <= '0;                              
        else if (capture_first_byte) highByte <= rx_data;
    end
    always_ff @(posedge clk, negedge rst_n) begin
        if (!rst_n) cmd_rdy <= 1'b0;
        else if (clr_cmd_rdy | nxt_state == STORE_LOW) cmd_rdy <= 1'b0;       
        else if (set_cmd_rdy) cmd_rdy <= 1'b1;
    end
endmodule
==> run notes <==
The startpoint of the worst-slack reg-to-reg timing path is iUART.iRX.baud_cnt[0]$_DFFE_PN0P_. The synthesized netlist occupies a cell area of 2504 um^2. The run gives 0.9771 ns for the worst setup margin.

The run gives 7888 um^2 as the core region area. The pin closest to its max-slew limit shows a slew of 0.7257 ns. The tools report the final wirelength as 4037 um. STA classifies the critical path endpoint as a primary output. The first global-routing pass estimated 7320 um of wire.

Between the synthesized netlist and the finished layout, the area growth was recorded as 17.89%. Per the OpenROAD power report, leakage power amounts to 0.001257 uW. The sink count of the clock tree came out at 54. The logs give 0 for the number of setup buffers added after CTS and 55.02% for the sequential-to-total area share from yosys stat.

STA on the placed design reports a worst setup slack of 0.9962 ns. The tools report the CTS buffer count as 5. With the power after layout at 1779 uW, the remaining max-slew budget at the tightest pin is 51.62%.

Cells with a size suffix above 1 make up 20.65% of the layout. Dominant register cell in the synthesized netlist: sky130_fd_sc_hd__dfrtp_1. The run gives 0 as the remaining antenna violation count after routing.

The switching portion of total power comes to 28.89%. Per the OpenROAD power report, switching power amounts to 513.8 uW. For the worst-case register-to-register setup slack, the log shows 0.99 ns.

The pin count of the biggest net entering global routing is 35, and the internal power summed over all cells is 1265 uW. The kind of critical path is register to primary output. Per the synth stats, the proportion of register bits with asynchronous set or reset is 100.0%. The die height is 93.36 um, and the total negative setup slack is 0 ns. The power density relative to cell area was 602.6 nW/um^2; the number of levels in the clock H-tree was 2. The flow ran to the end, and the final reports show no timing, DRC or antenna violations. The run gives 11.57 um for the routed length per instance.

Counting only logic cells after layout, the most numerous master is sky130_fd_sc_hd__dfrtp_1. The starting density of the core was 31.74%. In this run, synthesis inferred 0 flip-flops with an integrated enable.

The count of routing violations after the opening detailed-route iteration was 57. The number of synthesized register bits was 54; the floorplan die width was 93.36 um. The clock passes through at most 2 buffers.

Derived from the worst setup path, the maximum achievable clock frequency is 520.0 MHz. The mean instance size in the synthesized netlist came out at 11.38 um^2. The startpoint kind of the worst setup timing path was a register.

Overall routing resource usage recorded by global route was 10.57%. The data required time reported for the critical path is 2.32 ns. After global routing the overflow that remains totals 0. With the count of buffer and inverter cells on the critical path at 1, the placement row count is 32. Counting the warning lines in the Yosys log gives 4. The library cells used most frequently in the layout, excluding fill and tap cells, are sky130_fd_sc_hd__dfrtp_1 (33), sky130_fd_sc_hd__clkdlybuf4s50_1 (30), sky130_fd_sc_hd__nor2_1 (21), sky130_fd_sc_hd__dfstp_2 (21), sky130_fd_sc_hd__nand2_1 (19). The power report attributes to the clock group a share of 25.1%. Dividing the detail-routed via count by the number of cells gives 4.444. The tools report the count of mapped cells out of synthesis as 220. The run gives 0.8108 for the final weighted congestion in routability-driven placement. The type recorded for the worst min-delay path is input port to asynchronous set/reset pin. The number of buffers inserted by hold repair at cts was 0. The clock tree root buffer cell is sky130_fd_sc_hd__clkbuf_8.

In the synthesis report, Yosys lists the chip area as 2504 um^2. With the number of distinct standard cells referenced by the synthesized netlist at 35, the number of warnings in the stage logs is 29. The cell type of the slowest stage on the worst timing path is sky130_fd_sc_hd__dfstp_2.

For the worst flop-to-flop path, the logic depth is 5. The fraction of power consumed by combinational cells is 16.5%. The analysis reports a worst IR drop on VDD of 0.0003738 V. In the finished design, the share of the clock period the worst path needs comes to 66.31%. The post-CTS clock slew at the launch and capture registers of the worst setup and hold paths is 0.11 ns, and the I/O pin total is 32.

The run gives 0 as the antenna diode count. The number of global-route vias before repair came out at 1,600. TritonCTS built the clock tree. The total vias in the final route came out at 1,551. The routed design could run at a clock period as short as 1.923 ns. Sequential cells account for 58.4% of the total power. On the final layout, the worst clock skew is 0.008482 ns. The dominant delay contributor by cell family on the critical path was flip-flops. Counting the fill cells in the layout gives 753.

After floorplanning, the die was sized to cover 8715 um^2. The run gives 0 as the final tally of setup violations. STA puts the critical path data arrival time at 1.34 ns. In this run the critical register-to-register path is captured at iUART.iRX.rx_shift_reg[8]$_DFFE_PN1P_.

In this run, post-CTS repair resized a total of 0 instances. The number of antenna violations at the first check in global routing was 0. The count of unresolved DRC violations after routing came out at 0.

The clock latency reported for the late side of the worst-skew pair is 0.31 ns. The critical path maximum fanout is 4. Per the Yosys statistics, synthesis produced 220 cells. The run gives 979.7 um^2 as the footprint of the multi-input gates. The final timing report lists a max-slew violation count of 0. In this design, the stage delay of the slowest critical-path cell is 0.58 ns. The run gives 1378 um^2 for the combined flip-flop and latch cell area. Setup repair after global routing left no endpoint under its margin.

With the placed wire-length estimate after detailed placement at 2748 um, the count of endpoints failing hold in the final timing report is 0. In this run the critical path is formed by clkdlybuf4s50_1. Before antenna repair, the detailed router went through 4 iterations. The placement report lists the number of port buffers as 31. Across the run, the number of max-cap violations was 0.
Yosys cell counts, drive strengths merged, types with 2 or more instances:
library cell | number | share of area (%)
ha | 9 | 4.5
nor3 | 7 | 1.4
or3 | 4 | 1.0
inv | 11 | 1.6
buf | 10 | 3.4
xnor2 | 7 | 2.4
clkbuf | 5 | 0.75
or2 | 2 | 0.50
o21ai | 13 | 2.6
nand4 | 2 | 0.50
nor3b | 2 | 0.80
nor2 | 23 | 4.2
xor2 | 4 | 1.4
a21oi | 8 | 1.6
nand2 | 19 | 2.8
nand3 | 5 | 1.0
mux2 | 17 | 7.6
mux2i | 9 | 3.6
dfrtp | 33 | 33
dfstp | 21 | 22
metal layers:
metal	share of wire [%]	track usage, %
met4	0.77	1.026
met2	45	16.67
met5	0	0
met1	50	16.36
met3	4.1	1.820
power groups by stage:
| stage | clock network [uW] | registers [uW] | logic [uW] |
|---|---|---|---|
| 4_1_cts | 472 | 1040 | 298 |
| 5_1_grt | 496 | 1060 | 348 |
| 6_report | 446 | 1040 | 293 |
how the worst max path moves through the flow:
stage                                     start                                 to  slack [ns]  cells after the start
6_report  iUART.iRX.rx_shift_reg[7]$_DFFE_PN1P_                             cmd[7]        0.98                      1
4_1_cts   iUART.iRX.rx_shift_reg[7]$_DFFE_PN1P_                             cmd[7]        0.95                      1
5_1_grt      iUART.iRX.shift_cnt[0]$_DFFE_PN0P_  iUART.iRX.baud_cnt[5]$_DFFE_PN0P_        0.85                      6
per-stage QoR:
step | hold slack [ns] | area (um^2) | cells | util, %
final | 0.3163 | 2952 | 349 | 37.42
after global routing | 0.3667 | 2952 | 349 | 37.42
after CTS | 0.3409 | 2952 | 349 | 37.42
after detailed placement | 0.3472 | 2854 | 341 | 36.18
after global placement | 0.3500 | 2854 | 341 | 36.18
after floorplan | 0.2844 | 2504 | 220 | -
layout make-up:
cell class,count,share of cell area [%]
tap,102,4.324
sequential,54,46.67
multi-input combinational,140,33.19
inverter,11,1.399
timing repair buffer,34,11.11
clock inverter,3,0.9750
clock buffer,5,2.331
cells by family (layout without fill, tap and decap cells):
kind of cell / count (synthesis) / after routing / share of synthesized area [%]
compound gates: 24 / 24 / 5.148
xor+xnor: 11 / 11 / 3.848
fa+ha+maj: 9 / 9 / 4.498
buf+inv: 26 / 53 / 5.847
flops: 54 / 54 / 55.02
mux: 26 / 26 / 11.24
simple gates: 70 / 70 / 14.39
Power is estimated from default activity; no workload was simulated.
